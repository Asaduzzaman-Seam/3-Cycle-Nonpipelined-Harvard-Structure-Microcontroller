==> flow/design.v <==
module MicroController(clk,rst,current_state,next_state,load_done,load_addr,load_instr,
    PC,  DR, Acc, IR, SR,PC_E,Acc_E,SR_E,DR_E,IR_E,PC_clr,Acc_clr,SR_clr,
	 DR_clr,IR_clr,PC_updated,DR_updated,IR_updated,SR_updated,PMem_E,DMem_E,
	 DMem_WE,ALU_E,PMem_LE,MUX1_Sel,MUX2_Sel,ALU_Mode,Adder_Out,ALU_Out,ALU_Oper2);
	input clk,rst;
	parameter test_data = 3;  
	parameter LOAD = 2'b00,FETCH = 2'b01, DECODE = 2'b10, EXECUTE = 2'b11;
	reg [11:0] program_mem[9:0];
	output reg [1:0] current_state,next_state;
	output reg load_done;
	output reg [7:0] load_addr;
	output wire[11:0] load_instr;
	output reg [7:0] PC,  DR, Acc;
	output reg [11:0] IR;
	output reg [3:0]  SR;
	output wire PC_E,Acc_E,SR_E,DR_E,IR_E;
	output reg  PC_clr,Acc_clr,SR_clr,DR_clr,IR_clr;
	output wire [7:0] PC_updated,DR_updated;
	output wire [11:0] IR_updated;
	output wire [3:0] SR_updated;
	output wire PMem_E,DMem_E,DMem_WE,ALU_E,PMem_LE,MUX1_Sel,MUX2_Sel;
	output wire [3:0] ALU_Mode;
	output wire [7:0] Adder_Out;
	output wire [7:0] ALU_Out,ALU_Oper2;
	initial begin
		if(test_data == 1) begin
			program_mem[0] = 12'b000000000000;
			program_mem[1] = 12'b101100000001; 
			program_mem[2] = 12'b001000100000; 
			program_mem[3] = 12'b101100000000; 
			program_mem[4] = 12'b001100110000; 
			program_mem[5] = 12'b000100000101; 
			program_mem[6] = 12'b000000000000; 
			program_mem[7] = 12'b000000000000; 
			program_mem[8] = 12'b000000000000; 
			program_mem[9] = 12'b000000000000;
		end
		else if(test_data == 2) begin
			program_mem[0] = 12'b000000000000;
			program_mem[1] = 12'b101100000001;
			program_mem[2] = 12'b001000100000;
			program_mem[3] = 12'b001100000000;
			program_mem[4] = 12'b001000000000;
			program_mem[5] = 12'b001100010000;
			program_mem[6] = 12'b001000010000;
			program_mem[7] = 12'b001101110000;
			program_mem[8] = 12'b001001110000;
			program_mem[9] = 12'b000100001001;
		end
		else if(test_data == 3) begin
			program_mem[0] = 12'b000000000000;
			program_mem[1] = 12'b101100000101;
			program_mem[2] = 12'b001000100000;
			program_mem[3] = 12'b001000100001;
			program_mem[4] = 12'b001000100010;
			program_mem[5] = 12'b101100000011;
			program_mem[6] = 12'b001001000000;
			program_mem[7] = 12'b001001010001;
			program_mem[8] = 12'b001001100010;
			program_mem[9] = 12'b000100001001;
		end
		else if(test_data == 4) begin
			program_mem[0] = 12'b000000000000;
			program_mem[1] = 12'b101100000101;
			program_mem[2] = 12'b101000000000;
			program_mem[3] = 12'b100000000111;
			program_mem[4] = 12'b100100000110;
			program_mem[5] = 12'b111100000111;
			program_mem[6] = 12'b110000000011;
			program_mem[7] = 12'b110100000101;
			program_mem[8] = 12'b111000000011;
			program_mem[9] = 12'b000100001001;
		end
	end
	ALU ALU_unit( 
		.Operand1(Acc),
		.Operand2(ALU_Oper2),
		.E(ALU_E),
		.Mode(ALU_Mode),
		.CFlags(SR),
		.Out(ALU_Out),
		.Flags(SR_updated)
	);
	MUX1 MUX2_unit(
		.In2(IR[7:0]),
		.In1(DR),
		.Sel(MUX2_Sel),
		.Out(ALU_Oper2)
	);
	DMem DMem_unit( .clk(clk),
		.E(DMem_E), 		 
		.WE(DMem_WE), 		 
		.Addr(IR[3:0]), 	 
		.DI(ALU_Out), 		 
		.DO(DR_updated) 	 
	 );
	PMem PMem_unit( .clk(clk),
		.E(PMem_E), 		 
		.Addr(PC), 			 
		.I(IR_updated), 	 
		.LE(PMem_LE), 		 
		.LA(load_addr), 	 
		.LI(load_instr)	 
	);
	adder PC_Adder_unit(
		.In(PC),
		.Out(Adder_Out)
	);
	MUX1 MUX1_unit( 
		.In2(IR[7:0]),
		.In1(Adder_Out),
		.Sel(MUX1_Sel),
		.Out(PC_updated)
	);
	Control_Logic Control_Logic_Unit( 
		.stage(current_state),
		.IR(IR),
		.SR(SR),
		.PC_E(PC_E),
		.Acc_E(Acc_E),
		.SR_E(SR_E),
		.IR_E(IR_E),
		.DR_E(DR_E),
		.PMem_E(PMem_E),
		.DMem_E(DMem_E),
		.DMem_WE(DMem_WE),
		.ALU_E(ALU_E),
		.MUX1_Sel(MUX1_Sel),
		.MUX2_Sel(MUX2_Sel),
		.PMem_LE(PMem_LE),
		.ALU_Mode(ALU_Mode)
	);
	always @(posedge clk)
	begin
		if(rst==1) begin
			load_addr <= 0;
			load_done <= 1'b0;
		end 
		else if(PMem_LE==1)
		begin 
			load_addr <= load_addr + 8'd1;
			if(load_addr == 8'd9)
			begin
			load_addr <= 8'd0;
			load_done <= 1'b1;
			end
			else
			begin
			load_done <= 1'b0;
			end
		end 
	end
	assign load_instr = program_mem[load_addr];
	always @(posedge clk)
	begin
		if(rst==1)
		current_state <= LOAD;
		else
		current_state <= next_state;
	end
	always @(*)
	begin
		PC_clr = 0;
		Acc_clr = 0;
		SR_clr = 0;
		DR_clr = 0; 
		IR_clr = 0;
		case(current_state)
		LOAD: begin
		if(load_done==1) begin
		next_state = FETCH;
		PC_clr = 1;
		Acc_clr = 1;
		SR_clr = 1;
		DR_clr = 1; 
		IR_clr = 1;
		end
		else
		next_state = LOAD;
		end
		FETCH: begin
		next_state = DECODE;
		end
		DECODE: begin
		next_state = EXECUTE;
		end
		EXECUTE: begin
		next_state = FETCH;
		end 
		endcase
	end
	always @(posedge clk)
	begin
		if(rst==1) 
		begin
		PC <= 8'd0;
		Acc <= 8'd0;
		SR <= 4'd0;
		end
		else 
		begin
		if(PC_E==1'd1) 
		PC <= PC_updated;
		else if (PC_clr==1)
		PC <= 8'd0;
		if(Acc_E==1'd1) 
		Acc <= ALU_Out;
		else if (Acc_clr==1)
		Acc <= 8'd0;
		if(SR_E==1'd1) 
		SR <= SR_updated; 
		else if (SR_clr==1)
		SR <= 4'd0; 
		end
	end
	always @(posedge clk)
	begin
		if(DR_E==1'd1) 
		DR <= DR_updated;
		else if (DR_clr==1)
		DR  <= 8'd0;
		if(IR_E==1'd1) 
		IR <= IR_updated;
		else if(IR_clr==1)
		IR <= 12'd0;
	end
endmodule
module Control_Logic( 
	input [1:0] stage,
	input [11:0] IR,
	input [3:0] SR,
	output reg PC_E,Acc_E,SR_E,IR_E,DR_E,PMem_E,DMem_E,DMem_WE,ALU_E,MUX1_Sel,MUX2_Sel,PMem_LE,
	output reg [3:0] ALU_Mode
);
	parameter LOAD = 2'b00,FETCH = 2'b01, DECODE = 2'b10, EXECUTE = 2'b11;
	always @(*)
	begin
		PMem_LE = 0;
		PC_E = 0;
		Acc_E = 0;
		SR_E = 0;
		IR_E = 0;
		DR_E = 0;
		PMem_E = 0; 
		DMem_E = 0;
		DMem_WE = 0;
		ALU_E  =0; 
		ALU_Mode = 4'd0;
		MUX1_Sel = 0;
		MUX2_Sel = 0;
		if(stage== LOAD )
		begin
			PMem_LE = 1;
			PMem_E = 1; 
		end
		else if(stage== FETCH ) begin
			IR_E = 1; 
			PMem_E = 1;  
		end
		else if(stage== DECODE ) begin
			if( IR[11:9] == 3'b001) 
			begin
				DR_E = 1;
				DMem_E = 1;
			end
			else
			begin
				DR_E = 0;
				DMem_E = 0;
			end
		end
		else if(stage== EXECUTE ) 
		begin
			if(IR[11]==1) begin  
				PC_E = 1; 
				Acc_E = 1; 
				SR_E = 1;
				ALU_E = 1;
				ALU_Mode = IR[10:8];
				MUX1_Sel = 1;
				MUX2_Sel = 0; 
			end
			else if(IR[10]==1)  
			begin
				PC_E = 1; 
				MUX1_Sel = SR[IR[9:8]]; 
			end
			else if(IR[9]==1) 
			begin
				PC_E = 1; 
				Acc_E = IR[8]; 
				SR_E = 1;
				DMem_E = !IR[8];
				DMem_WE = !IR[8];
				ALU_E = 1;
				ALU_Mode = IR[7:4];
				MUX1_Sel = 1;
				MUX2_Sel = 1;
			end
			else if(IR[8]==0)
			begin
				PC_E = 1; 
				MUX1_Sel = 1; 
			end
			else
			begin
				PC_E = 1; 
				MUX1_Sel = 0; 
			end
		end
	end
endmodule
module PMem(
	input clk,
   input E, 			 
	input [7:0] Addr,  
	output [11:0] I, 	 
	input LE, 			 
	input[7:0] LA, 	 
	input [11:0] LI	 
);
	reg [11:0] Prog_Mem[255:0] ;
	always @(posedge clk)
	begin
		if(LE == 1) begin
			Prog_Mem[LA] <= LI;
		end
	end
	assign I =  (E == 1) ?  Prog_Mem[Addr]: 0 ;
endmodule
module adder( 
	input [7:0] In,
	output [7:0] Out
);
	assign Out = In + 1;
endmodule
module MUX1( 
	input [7:0] In1,In2,
	input Sel,
	output [7:0] Out
);
	assign Out = (Sel==1)? In1: In2;
endmodule
module DMem( 
	input clk,
	input E,  
	input WE,  
	input [3:0] Addr,  
	input [7:0] DI,  
	output [7:0] DO  
);
	reg [7:0] data_mem [255:0];
	always @(posedge clk) 
	begin
		if(E==1 && WE ==1) 
		data_mem[Addr] <= DI;
	end 
	assign DO = (E ==1 )? data_mem[Addr]:0;
endmodule
module ALU(
	input [7:0] Operand1,Operand2,
	input E, 
	input [3:0] Mode,
	input [3:0] CFlags,
	output [7:0] Out,
	output [3:0] Flags  
);
	wire Z,S,O;
	reg CarryOut;
	reg [7:0] Out_ALU;
	always @(*)
	begin
		case(Mode) 
			4'b0000: {CarryOut,Out_ALU} = Operand1 + Operand2;
			4'b0001: 
			begin 
				Out_ALU = Operand1 -  Operand2;
				CarryOut = !Out_ALU[7];
			end
			4'b0010: Out_ALU = Operand1;
			4'b0011: Out_ALU = Operand2;
			4'b0100: Out_ALU = Operand1 & Operand2;
			4'b0101: Out_ALU = Operand1 | Operand2;
			4'b0110: Out_ALU = Operand1 ^ Operand2;
			4'b0111: 
			begin
				Out_ALU = Operand2 - Operand1;
				CarryOut = !Out_ALU[7];
			end
			4'b1000: {CarryOut,Out_ALU} = Operand2 + 8'h1;
			4'b1001: 
			begin
				Out_ALU = Operand2 - 8'h1;
				CarryOut = !Out_ALU[7];
			end
			4'b1010: Out_ALU = (Operand2 << Operand1[2:0])| ( Operand2 >> Operand1[2:0]);
			4'b1011: Out_ALU = (Operand2 >> Operand1[2:0])| ( Operand2 << Operand1[2:0]);
			4'b1100: Out_ALU = Operand2 << Operand1[2:0];
			4'b1101: Out_ALU = Operand2 >> Operand1[2:0];
			4'b1110: Out_ALU = Operand2 >>> Operand1[2:0];
			4'b1111: 
			begin
				Out_ALU = 8'h0 - Operand2;
				CarryOut = !Out_ALU[7];
			end
			default: Out_ALU = Operand2;
		endcase
	end
	assign O = Out_ALU[7] ^ Out_ALU[6];
	assign Z = (Out_ALU == 0)? 1'b1 : 1'b0;
	assign S = Out_ALU[7];
	assign Flags = {Z,CarryOut,S,O};
	assign Out = Out_ALU;
endmodule
==> flow/run.sh <==
#!/bin/bash
# OpenROAD 26Q1-2900-gdf79404cd8, Yosys 0.63+post, stock flow scripts
make -C /OpenROAD-flow-scripts/flow DESIGN_CONFIG=/design/flow/config.mk WORK_HOME=/design/flow/orfs finish
==> flow/config.mk <==
export PLATFORM = sky130hd
export DESIGN_NAME = MicroController
export DESIGN_NICKNAME = MicroController
export VERILOG_FILES = /design/flow/design.v
export SDC_FILE = /design/flow/constraint.sdc
export NUM_CORES = 4
export LEC_CHECK = 1
export CORE_UTILIZATION = 40
export SYNTH_MEMORY_MAX_BITS = 65536
==> flow/constraint.sdc <==
current_design MicroController

set clk_period 69.4
set clk_io_pct 0.2

create_clock -name clk0 -period $clk_period [get_ports {clk}]

set non_clock_inputs [all_inputs -no_clocks]
set_input_delay [expr $clk_period * $clk_io_pct] -clock clk0 $non_clock_inputs
set_output_delay [expr $clk_period * $clk_io_pct] -clock clk0 [all_outputs]
==> out/results.ini <==
[timing]
finalHoldViolations=0
untimed_endpoints=2
finalCritPeriodShare=0.313
relSlewSlack=0.0973
setup_tns_ns=0
drv_slew=0
clock.fmax_mhz=46.1
fin_crit_ns=21.70
rsz0062_at_grt=false
tightest_slew_ns=1.34
setup_viol=0
fin_skew_ns=0.0789
unclocked_regs=1

[clock_network]
tritoncts=done
clk_latency_ns=0.97
cts_setup_buffers=0
numCtsBuffers=299
cts_root_buf=clkbuf_16
ctsHoldBuffers=0
cts_resized=0
clock_path_buffers=4
cts.reportedPaths.clkPinSlew_ns=0.06
htree_num_levels=5

[finish]
layout_top_cell=edfxtp_1
most-common-layout-cells=2,706 x edfxtp_1, 776 x mux4_2, 383 x buf_4, 353 x nor2_1, 304 x clkbuf_16
layout-drive-gt1-share=0.279
stdcell_count=9377
seq_area_um2=82400
num-fill-cells=21600
layout.area.comb_um2=24600
final_core_utilization=0.466
syn_to_final_growth_pct=15.5

[worst_setup_path]
required_ns=55.52
cpLargestDelayFamily=buffers and inverters
ff2ff_setup_slack_ns=63.09
crit_path_top_delay_cell=nor4_1
worst-setup-path-type=register to output port
worst_setup_path_start_kind=register
worstSetupEndpoint=IR_updated[3]
worstSetupEndpointType=output port
slowest_delay_ns=1.12
worstPathMaxFanout=31
worstPathArrival_ns=7.82
crit_chain=buf_4, buf_4, buf_4, buf_4, mux4_2, mux2i_1, mux4_2, a21oi_1, o22ai_1, nor4_1, buf_4, clkdlybuf4s50_1
crit_cells=12
r2r_cells=12
crit_path_frequent_cell=buf_4
crit_buf_inv=6

[power_and_ir_drop]
vdd_drop_max_mv=0.0274
p_per_area_nw_per_um2=30.4
p_total_mw=3.81
power.leakage_nw=39.7

[synth]
synth_cells=5062
yosysUniqueCellTypes=83
avgSynthCellArea_um2=21.4
yosysWarningCount=5
edf_count=2706
synthesis.area_um2=109000
ys_cells=5062
async_flop_share=0
ys.flops=2760
ys.flop_type=edfxtp_1
yosys-stat-area_um2=109000

[floorplanning]
rows=190
fp.dieH_um=523
floorplan.core_util=0.404
coreArea_um2=269000
die_x_um=523
io_pins=144
die_area_um2=273000

[placed_design]
dp.cells=8855
dpl.hpwl_um=177000
globalplace.congestion=0.925
numPortBuffers=136

[route]
wirelength_um=284000
vias_per_cell=5.67
drc=0
first_pass_iters=5
vias=53100
antenna_left=0
dr.first_iter.drc_count=3898
wl_per_cell_um=30.3

[global_routing]
grt_pass1_wl_um=410000
grt_max_degree=145
grt_overflow_total=0
grt_antenna_before_repair=11
first_global_vias=58100
track_usage=0.233

[job]
tool_warnings=68
max_cap_viol_count=0

[outcome]
status=finished, final reports clean

[hold_path]
min_path_type=register to register

-- report_power, final --
group / switching (mW) / internal, mW
Sequential: 0.0308 / 1.96
Clock: 0.619 / 0.894
Combinational: 0.229 / 0.0778
Total: 0.878 / 2.93
-- per-layer routing --
metal / routed length (um) / part of all wire / GRT usage / vias up
met1: 93300 / 0.33 / 0.288 / 27100
met2: 134000 / 0.47 / 0.337 / 3428
met5: 618 / 0.0022 / 0.00814 / -
met3: 46300 / 0.16 / 0.169 / 458
li1: - / - / - / 22100
met4: 9990 / 0.035 / 0.0644 / 18
-- worst min-delay path, cell delays in order (launching register included) --
cell and delay, ns:
dfxtp_1 0.31, nand3_1 0.06, a21oi_1 0.06
-- flip-flops by register name, summed over array words and instances (netlist names), 2 cells and up, named ones only --
register and flops:
IR 10, DMem_unit.data_mem 128, PMem_unit.Prog_Mem 2560, load_addr 8
Acc 8, SR 4, PMem_unit.LI 10, PC 8
current_state 2, DR 8
-- Yosys cell counts, drive strengths merged, types with 5 or more instances --
cell | instances | area (um2)
nand4 | 5 | 31.3
mux4 | 776 | 17500
or2 | 6 | 37.5
a311oi | 8 | 76.3
a21oi | 74 | 374
and3 | 13 | 81.3
dfxtp | 53 | 1060
a2111oi | 5 | 43.8
o21ai | 42 | 210
ha | 42 | 526
o211ai | 8 | 60.1
nor3 | 30 | 155
mux2i | 120 | 1200
inv | 49 | 184
mux2 | 13 | 146
nand2 | 153 | 577
or3 | 5 | 31.3
a22oi | 10 | 75.1
nor4 | 6 | 37.5
nor2 | 353 | 1330
nand2b | 19 | 119
edfxtp | 2706 | 81300
xor2 | 10 | 87.6
a31oi | 9 | 56.3
nor2b | 21 | 131
nand3 | 56 | 280
xnor2 | 8 | 70.1
clkbuf | 118 | 443
o22ai | 27 | 169
o221ai | 6 | 52.6
a211oi | 23 | 178
a21o | 9 | 67.6
nand3b | 6 | 45.0
and2 | 25 | 156
a32o | 6 | 60.1
buf | 179 | 1020
-- metrics by stage --
| step | cell area (um2) | setup slack (ns) | hold slack, ns |
|---|---|---|---|
| after floorplan | 109000 | 51.13 | 0.433 |
| after global placement | 116000 | 48.54 | 0.457 |
| after detailed placement | 116000 | 48.67 | 0.467 |
| after CTS | 125000 | 47.61 | 0.475 |
| after global routing | 125000 | 47.31 | 0.511 |
| final | 125000 | 47.70 | 0.473 |
-- final cells by class --
| type | count | share of cell area |
|---|---|---|
| flip-flops and latches | 2760 | 0.657 |
| multi-input cells | 1961 | 0.196 |
| clock buffers | 366 | 0.0627 |
| repair buffers | 532 | 0.0359 |
| well taps | 3552 | 0.0355 |
| clock inverters | 152 | 0.0109 |
| inverters | 50 | 0.00156 |
| diodes | 4 | 0.0000799 |
-- cells by family after synthesis --
family          share of synthesized area
fa+ha+maj                         0.00540
other cells                     0.0000346
mux                                 0.173
buf+inv                            0.0152
compound gates                     0.0164
simple gates                       0.0292
xor+xnor                          0.00145
flops                               0.759
latches                          0.000138
-- worst min-delay path by stage --
| stage | startpoint | endpoint | slack, ns | depth (start not counted) |
|---|---|---|---|---|
| 4_1_cts | SR[2] | SR[2] | 0.48 | 2 |
| 6_report | SR[2] | SR[2] | 0.47 | 2 |
| 5_1_grt | SR[2] | SR[2] | 0.51 | 2 |
